**design/flow/design.v**
```verilog
module lock_fsm(input [17:0] SW, input CLOCK_50, output reg[17:0] LEDR, output [6:0] HEX0);
reg [2:0] state, next_state;
parameter start=0, one=1, two=2, three=3, four=4;
integer count=0;
reg [3:0] count_1s;
reg clk_1s;
always @(posedge CLOCK_50)
  begin
	if(SW[17]==1)                   
	    state<=start;
	else 
	    begin
        	state<=next_state;
        	count<=count+1;
        	if(count==50*1000000/2)
        	  begin 
        	    count<=0;
	            clk_1s<=~clk_1s;
	          end
         end
end
SEG77 S(count_1s, HEX0);
always @(posedge clk_1s)
begin
case(state)
	start: begin
					count_1s=0;
					LEDR[0]=0;
					LEDR[2]=0;
					LEDR[4]=0;
					LEDR[6]=0;
					LEDR[8]=0;
					if(SW[9]==1 && SW[8]==0  && SW[7]==0  && SW[6]==0 )
						next_state=one;
					else
					    next_state=start;
				    end
		one:   begin
					LEDR[0]=1;
					LEDR[2]=0;
					LEDR[4]=0;
					LEDR[6]=0;
					LEDR[8]=0;
					if(SW[9]==1 && SW[8]==1  &&  SW[7]==0  && SW[6]==0)
						next_state=two;
			   end
		two:   begin
					LEDR[0]=1;
					LEDR[2]=1;
					LEDR[4]=0;
					LEDR[6]=0;
					LEDR[8]=0;
					if(SW[9]==1 && SW[8]==1 && SW[7]==1 &&  SW[6]==0)
						next_state=three;
				end
		three: begin
					LEDR[0]=1;
					LEDR[2]=1;
					LEDR[4]=1;
					LEDR[6]=0;
					LEDR[8]=0;
					if(SW[9]==1 && SW[8]==1 && SW[7]==1 && SW[6]==1)
						next_state=four;
				    end
		four:  begin
					LEDR[0]=1;
					LEDR[2]=1;
					LEDR[4]=1;
					LEDR[6]=1;
					LEDR[8]=1;
					count_1s=count_1s+1;
	    				if(count_1s==10)
					    	next_state=start;
				end
		default: next_state=start;
endcase
end
endmodule
module SEG77(inp,HEX0);
  	parameter a0=4'b0000, a1=4'b0001, a2=4'b0010, a3=4'b0011, a4=4'b0100, a5=4'b0101, a6=4'b0110, a7=4'b0111, a8=4'b1000, a9=4'b1001;
	input [3:0] inp;
	output reg [0:6] HEX0;
	always @(inp)
		case(inp)
		    a0 : HEX0 =7'b1000000;
            a1 : HEX0 = 7'b1111001;
            a2 : HEX0 = 7'b0100100;
            a3 : HEX0 = 7'b0110000;
            a4 : HEX0 = 7'b0011001;
            a5 : HEX0 = 7'b0010010;
            a6 : HEX0 = 7'b0000010;
            a7 : HEX0 = 7'b1111000;
            a8 : HEX0 = 7'b0000000;
            a9 : HEX0 = 7'b0010000;
			default: HEX0= 7'b1111111;
		endcase
endmodule
```
**design/flow/run.sh**
```bash
#!/bin/bash
# OpenROAD 26Q1-2900-gdf79404cd8, Yosys 0.63+post, stock flow scripts
make -C /OpenROAD-flow-scripts/flow DESIGN_CONFIG=/design/flow/config.mk WORK_HOME=/design/flow/orfs finish
```
**design/flow/config.mk**
```make
export PLATFORM = sky130hd
export DESIGN_NAME = lock_fsm
export DESIGN_NICKNAME = lock_fsm
export VERILOG_FILES = /design/flow/design.v
export SDC_FILE = /design/flow/constraint.sdc
export NUM_CORES = 4
export LEC_CHECK = 1
export CORE_UTILIZATION = 40
```
**design/flow/constraint.sdc**
```tcl
current_design lock_fsm

set clk_period 4.3
set clk_io_pct 0.2

create_clock -name clk0 -period $clk_period [get_ports {CLOCK_50}]

set non_clock_inputs [all_inputs -no_clocks]
set_input_delay [expr $clk_period * $clk_io_pct] -clock clk0 $non_clock_inputs
set_output_delay [expr $clk_period * $clk_io_pct] -clock clk0 [all_outputs]
```
==> design notes <==
The number of pins with negative max-slew slack in the final report is 0, and the area added between synthesis and finish is 8.39%. For the pin with the worst max-slew slack, the measured transition is 0.709 ns. The tools report the cell at the root of the clock tree as clkbuf_8. The run gives 0 for the global-route congestion overflow total. The report lists the power per cell area as 217 nW/um2. Per the layout report, the design carries 686 filler cells.

For the final routed database, the setup TNS stands at 0 ns. The logs give 0.0104 ns for the setup skew after layout and 1791 for the number of global-route vias before repair. The routed layout reports a DRC error count of 0. After floorplanning, the die was sized to cover 8110 um2. The post-synth count of flops with an enable pin is 44.

In this design, the stage delay of the slowest critical-path cell is 0.57 ns. TritonCTS built the clock tree. In this run the tools logged warnings totalling 44.

The maximum number of pins on one net before global-route repair is 33, and the leakage power of the design is 0.00117 uW. Checking hold timing, the worst path is listed with class reg -> reg. The maximum clock frequency was 0.382 GHz; the proportion of synthesized chip area in sequential cells was 49.0%.

Grouping stages by cell kind, the critical path spends the most delay in simple AND/OR/NAND/NOR gates. With the sum of buffers and inverters on the critical path at 1, the smallest hold slack is 0.641 ns. The number of warning messages in the yosys log is 15. Endpoints failing hold in the final report were tallied at 0.

The clock-pin transition on the worst setup and hold timing paths is 0.07 ns, and the number of clock buffers inserted by TritonCTS is 5. The area of the synthesized netlist per yosys stat came out at 3100 um2. The number of placed instances with taps included was 392.

The run gives 10.8 um2 for the per-instance average area after synthesis. STA classifies the critical path startpoint as a register. Across the whole layout, storage elements account for 1520 um2. Once detail routing completed, the nets flagged for antenna violations numbered 0. The timing report gives the worst reg2reg path a setup slack of 1.68 ns. The tools report the area of the mapped netlist as 3100 um2. TritonRoute output was used to compute an average wire per cell of 12.3 um. 41 endpoints have no timing constraint. The post-synthesis cell type with the largest combined area was edfxtp_1. For the worst-skew pair, the clock arrives at the later sink with an insertion delay of 0.28 ns. By instance count after routing, the leading logic cell type is edfxtp_1. The count of distinct cell types in the synthesized netlist was 49. The total iterations of the first detailed-routing run was 4.

The logic area is 1410 um2. The signal on the critical path passes through inv_1 > ha_1 > nor4b_2 > nand4_1 > or4_4 > nor3_4 > nor2b_1. The worst-case max-slew headroom was logged as 52.6%. Counting every instance in the synthesized netlist gives 286. The minimum period implied by the final worst setup slack came out at 2.62 ns. The critical path start-end classification was reg -> reg. The tools report the final weighted congestion in routability-driven placement as 0.802. Ranking logic cells in the layout by count gives the top entries edfxtp_1, nand2_1, xnor2_1.

The routed design ends up with an antenna cell count of 0. The commonest register cell is edfxtp_1. For the instance area after placement, the log shows 3280 um2.

The post-cts sizing count is 0, and the critical path depth is 7. The post-placement worst setup slack is 1.68 ns, and the worst path setup slack after routing is 1.68 ns. By area the synthesized netlist is led by edfxtp_1, xnor2_1, dfxtp_1.

The share of synthesized registers carrying an async set or reset is 0%, and the total cells reported by yosys after synthesis is 286. The port buffer count is 17, and the maximum count of clock buffers along a single path is 2. Cell with the largest stage delay on the worst path: or4_4. For the worst setup path, the data required time is 4.31 ns.

The number of rows in the core area was 31; the number of endpoints failing setup at the final stage was 0. The H-tree was split into 2 levels. The tools report the number of vias in the routed layout as 1995. The run gives 90.1 um for the chip height. The worst register-to-register path depth is 7. The global routing report lists combined usage of all routing layers as 13.2%.

The run gives 10.6% for the fraction of layout instances using a drive strength above 1. Pin placement for this block handled 44 I/O pins. Setup repair after global routing left no endpoint under its margin. With the wire length of the first global-routing pass at 8490 um, the initial antenna violation count is 0.

For the completed layout, the total cell area is recorded as 3360 um2. The finished layout holds 400 standard cells, fillers aside. Per the synth log, the flip-flop and latch total comes to 54. The report shows a maximum critical-path fanout of 11. Using the TritonRoute via totals, the vias-per-cell ratio works out to 4.99.

In this run the maximum-capacitance check reported violations numbering 0. According to the floorplan report, the die width is 90.1 um. The number of setup buffers added after CTS was 0. The highest supply drop recorded on VDD is 0.0000990 V.

The cell count of the worst hold path was 1. The HPWL after detailed placement came out at 3590 um. The synthesized design devotes to its leading area cell type 42.6% of total area. The run gives 2.63 ns as the data arrival time at the worst-slack endpoint. Before placement the cells fill 42.1% of the core. The final critical path takes up 60.9% of the cycle. The worst setup path is captured at a register. The run finished with clean final reports. In this run the standard cell core region covers 7370 um2. The number of hold buffers added after CTS was 0. The detailed router reported a total wirelength of 4910 um.

The violation count after the first detailed-routing iteration is 112, and the count of unclocked register or latch pins is 18.
[final timing paths]
check	endpoint	startpoint
max	count[1]	count[0]
min	count[30]	count[30]
max reg2reg	count[1]	count[0]
min reg2reg	count[30]	count[30]
[stage by stage]
step           util (%)  total power [uW]
4_1_cts            45.6               738
6_report           45.6               730
5_1_grt            45.6               766
3_5_place_dp       44.6               512
2_1_floorplan         -               502
3_3_place_gp       44.6               512
[cells in the mapped netlist, types with 2 or more instances]
| cell | instances |
|---|---|
| edfxtp_1 | 44 |
| nand2_1 | 26 |
| xnor2_1 | 23 |
| nand3_1 | 16 |
| nor2_1 | 16 |
| buf_4 | 14 |
| inv_1 | 14 |
| a21oi_1 | 13 |
| xor2_1 | 11 |
| dfxtp_1 | 10 |
| nand4_1 | 10 |
| nor2_2 | 10 |
| ha_1 | 9 |
| nor3_1 | 7 |
| nor4_1 | 6 |
| and3_1 | 5 |
| nor2b_1 | 5 |
| buf_2 | 4 |
| mux2i_1 | 4 |
| buf_6 | 3 |
| nor3b_1 | 3 |
| and4_1 | 2 |
| mux2_2 | 2 |
| nand2b_1 | 2 |
| nor4b_2 | 2 |
| o21ai_0 | 2 |
[worst reg2reg max path, cell delays in order, from the launching register on]
cell and delay, ns:
edfxtp_1 0.47, inv_1 0.09, ha_1 0.19, nor4b_2 0.20, nand4_1 0.13, or4_4 0.57
nor3_4 0.56, nor2b_1 0.13
[layer usage]
metal | global-route usage (%) | wire (um) | vias to the layer above
met1 | 24.1 | 2660 | 938
met3 | 2.15 | 166 | 6
met5 | 0 | 0 | -
li1 | - | - | 1014
met4 | 1.21 | 44 | 0
met2 | 17.9 | 2040 | 37
[flip-flops by register name, summed over array words and instances (netlist names)]
signal and count:
LEDR 4, HEX0 7, state 3, next_state 3, count 32, clk_1s 1, count_1s 4
[power breakdown]
group / switching (uW) / total (uW) / internal [uW] / leakage [uW]
logic: 32.8 / 63.7 / 30.9 / 0.000606
registers: 31.4 / 441 / 409 / 0.000527
clock network: 113 / 225 / 113 / 0.0000399
total: 177 / 730 / 553 / 0.00117
[layout make-up]
| class | instances | area share [%] |
|---|---|---|
| clock buffers | 7 | 2.27 |
| clock inverters | 1 | 0.112 |
| inverters | 14 | 1.56 |
| multi-input cells | 207 | 41.9 |
| flip-flops and latches | 54 | 45.2 |
| well taps | 99 | 3.68 |
| repair buffers | 18 | 5.28 |
[kinds of logic (layout without fill, tap and decap cells)]
family,after synthesis,after routing,share of synthesized area [%]
XOR/XNOR,34,34,9.60
adder cells (fa/ha/maj),9,9,3.63
multiplexers,6,6,2.02
buffers and inverters,37,40,7.06
AND/OR/NAND/NOR,124,124,24.1
flip-flops,54,54,49.0
AND-OR/OR-AND,21,21,4.44
other,1,13,0.121
Power is estimated from default activity; no workload was simulated.
